==> design/flow/design.v <==
`timescale 1ns / 1ps
module inicializacion(
    input clock,
    input reset,
    output reg cs,
    output reg ad,
    output reg rd,
    output reg wr,
    output reg [7:0] ADout
    );
reg resetref;
reg [7:0]cont;
always @(posedge clock)
begin
	if (resetref)
	begin
	if (cont==0)
	begin
	ad<=1;
	wr<=1;
	rd<=1;
	cs<=1;
	cont<=cont+1'b1;
	end
	else if (cont==1)
	begin
		ad<=0;
		cont<=cont+1'b1;
	end
	else if(cont==2)
		begin
		cs<=0;
		cont<=cont+1'b1;
		end
	else if (cont==3)
		begin
		wr<=0;
		cont<=cont+1'b1;
		end
	else if (cont==4)
		begin
		ADout<=8'h02;
		cont<=cont+1'b1;
		end
	else if (cont==9)
		begin
		wr<=1;
		cont<=cont+1'b1;
		end
	else if (cont==10)
		begin
		cs<=1;
		cont<=cont+1'b1;
		end
	else if (cont==11)
		begin
		ad<=1;
		cont<=cont+1'b1;
		end
	else if (cont==13)
		begin
		ADout<=8'hff;
		cont<=cont+1'b1;
		end
	else if (cont==22)
		begin
		cs<=0;
		cont<=cont+1'b1;
		end
	else if (cont==23)
		begin
		wr<=0;
		cont<=cont+1'b1;
		end
	else if (cont==24)
		begin
		ADout[0]<=0;
		ADout[1]<=0;
		ADout[2]<=0;
		ADout[3]<=0;
		ADout[4]<=1;
		ADout[5]<=0;
		ADout[6]<=0;
		ADout[7]<=0;
		cont<=cont+1'b1;
		end
	else if (cont==29)
		begin
		wr<=1;
		cont<=cont+1'b1;
		end
	else if (cont==30)
		begin
		cs<=1;
		cont<=cont+1'b1;
		end
	else if (cont==32)
		begin
		ADout<=8'hff;
		cont<=cont+1'b1;
		end
	else if (cont==41)
	begin
		ad<=0;
		cont<=cont+1'b1;
	end
	else if(cont==42)
		begin
		cs<=0;
		cont<=cont+1'b1;
		end
	else if (cont==43)
		begin
		wr<=0;
		cont<=cont+1'b1;
		end
	else if (cont==44)
		begin
		ADout<=8'h02;
		cont<=cont+1'b1;
		end
	else if (cont==49)
		begin
		wr<=1;
		cont<=cont+1'b1;
		end
	else if (cont==50)
		begin
		cs<=1;
		cont<=cont+1'b1;
		end
	else if (cont==51)
		begin
		ad<=1;
		cont<=cont+1'b1;
		end
	else if (cont==53)
		begin
		ADout<=8'hff;
		cont<=cont+1'b1;
		end
	else if (cont==64)
		begin
		cs<=0;
		cont<=cont+1'b1;
		end
	else if (cont==65)
		begin
		wr<=0;
		cont<=cont+1'b1;
		end
	else if (cont==66)
		begin
		ADout<=0;
		cont<=cont+1'b1;
		end
	else if (cont==71)
		begin
		wr<=1;
		cont<=cont+1'b1;
		end
	else if (cont==72)
		begin
		cs<=1;
		cont<=cont+1'b1;
		end
	else if (cont==74)
		begin
		ADout<=8'hff;
		cont<=cont+1'b1;
		end
	else if (cont==81)
	begin
		ad<=0;
		cont<=cont+1'b1;
	end
	else if(cont==82)
		begin
		cs<=0;
		cont<=cont+1'b1;
		end
	else if (cont==83)
		begin
		wr<=0;
		cont<=cont+1'b1;
		end
	else if (cont==84)
		begin
		ADout<=8'h10;
		cont<=cont+1'b1;
		end
	else if (cont==89)
		begin
		wr<=1;
		cont<=cont+1'b1;
		end
	else if (cont==90)
		begin
		cs<=1;
		cont<=cont+1'b1;
		end
	else if (cont==91)
		begin
		ad<=1;
		cont<=cont+1'b1;
		end
	else if (cont==93)
		begin
		ADout<=8'hff;
		cont<=cont+1'b1;
		end
	else if (cont==104)
		begin
		cs<=0;
		cont<=cont+1'b1;
		end
	else if (cont==105)
		begin
		wr<=0;
		cont<=cont+1'b1;
		end
	else if (cont==106)
		begin
		ADout<=8'hd2;
		cont<=cont+1'b1;
		end
	else if (cont==111)
		begin
		wr<=1;
		cont<=cont+1'b1;
		end
	else if (cont==112)
		begin
		cs<=1;
		cont<=cont+1'b1;
		end
	else if (cont==114)
		begin
		ADout<=8'hff;
		cont<=cont+1'b1;
		end
	else if (cont==123)
	begin
		ad<=0;
		cont<=cont+1'b1;
	end
	else if(cont==124)
		begin
		cs<=0;
		cont<=cont+1'b1;
		end
	else if (cont==125)
		begin
		wr<=0;
		cont<=cont+1'b1;
		end
	else if (cont==126)
		begin
		ADout<=8'h00;
		cont<=cont+1'b1;
		end
	else if (cont==131)
		begin
		wr<=1;
		cont<=cont+1'b1;
		end
	else if (cont==132)
		begin
		cs<=1;
		cont<=cont+1'b1;
		end
	else if (cont==133)
		begin
		ad<=1;
		cont<=cont+1'b1;
		end
	else if (cont==135)
		begin
		ADout<=8'hff;
		cont<=cont+1'b1;
		end
	else if (cont==144)
		begin
		cs<=0;
		cont<=cont+1'b1;
		end
	else if (cont==145)
		begin
		wr<=0;
		cont<=cont+1'b1;
		end
	else if (cont==146)
		begin
		ADout<=8'h00;
		cont<=cont+1'b1;
		end
	else if (cont==151)
		begin
		wr<=1;
		cont<=cont+1'b1;
		end
	else if (cont==152)
		begin
		cs<=1;
		cont<=cont+1'b1;
		end
	else if (cont==155)
		begin
		if (reset==0)resetref<=0;
		ADout<=8'hff;
		ad<=1'h1;
		wr<=1'h1;
		rd<=1'h1;
		cs<=1'h1;
		end
	else cont<=cont+1'b1;
	end
	else if (reset==1)
	begin
	ad<=1'h1;
	wr<=1'h1;
	rd<=1'h1;
	cs<=1'h1;
	ADout<=8'hff;
	cont<=0;
	resetref<=1;
	end
	else
	begin
	ADout<=8'hff;
	cs<=1'h1;
	ad<=1'h1;
	wr<=1'h1;
	rd<=1'h1;
	end
end
endmodule
==> design/flow/run.sh <==
#!/bin/bash
# OpenROAD 26Q1-2900-gdf79404cd8, Yosys 0.63+post, stock flow scripts
make -C /OpenROAD-flow-scripts/flow DESIGN_CONFIG=/design/flow/config.mk WORK_HOME=/design/flow/orfs finish
==> design/flow/config.mk <==
export PLATFORM = sky130hd
export DESIGN_NAME = inicializacion
export DESIGN_NICKNAME = inicializacion
export VERILOG_FILES = /design/flow/design.v
export SDC_FILE = /design/flow/constraint.sdc
export NUM_CORES = 4
export LEC_CHECK = 1
export CORE_UTILIZATION = 30
==> design/flow/constraint.sdc <==
current_design inicializacion

set clk_period 2.9
set clk_io_pct 0.2

create_clock -name clk0 -period $clk_period [get_ports {clock}]

set non_clock_inputs [all_inputs -no_clocks]
set_input_delay [expr $clk_period * $clk_io_pct] -clock clk0 $non_clock_inputs
set_output_delay [expr $clk_period * $clk_io_pct] -clock clk0 [all_outputs]
==> results.sh <==
# yosys + openroad results
export IMPL_finalClockPeriodUsage=0.913
export IMPL_chipArea_mm2=0.00830
export IMPL_clkLatencyLatePin_ns=0.27
export IMPL_ys_sh_aoi=0.304
export IMPL_whs_ns=0.496
export IMPL_globalplace_congestion=0.989
export IMPL_crit_path_start_kind="register"
export IMPL_cts_setup_buffers=0
export IMPL_track_usage=0.211
export IMPL_cts_sinks=16
export IMPL_wl_per_cell_um=19.5
export IMPL_slew_headroom=0.414
export IMPL_route_detailed_drc=0
export IMPL_area_delta_synth_final_pct=16.5
export IMPL_grt_pass1_wl_mm=13.6
export IMPL_h_tree_depth=1
export IMPL_num_rows=32
export IMPL_fin_cells=428
export IMPL_grt_pass1_vias=2471
export IMPL_hold_violations=0
export IMPL_hpwlAfterDp_mm=6.06
export IMPL_antenna_cells=0
export IMPL_vias=2671
export IMPL_grt_max_degree=52
export IMPL_gr_total_overflow=0
export IMPL_status="finished clean"
export IMPL_port_buffers=12
export IMPL_min_path_type="register to register"
export IMPL_fin_crit_ns=2.65
export IMPL_maxCapViolCount=0
export IMPL_antenna_found_initial=0
export IMPL_clkTransAtPathRegs_ns=0.08
export IMPL_logic_family="simple AND/OR/NAND/NOR gates"
export IMPL_die_y_um=91.1
export IMPL_final_setup_tns_ns=0
export IMPL_cts_buffer_depth=2
export IMPL_initCoreUtil=0.310
export IMPL_ys_sh_adder=0.0210
export IMPL_vias_per_cell=6.24
export IMPL_numCtsBuffers=3
export IMPL_ioPinCount=14
export IMPL_crit_fanout=8
export IMPL_die_x_um=91.1
export IMPL_layout_drive_gt1_share=0.160
export IMPL_drtIter0Drc=269
export IMPL_wirelength_mm=8.35
export IMPL_vdd_ir_drop_worst_uv=399
export IMPL_core_area_mm2=0.00769
export IMPL_drtAntennaViolNets=0
export IMPL_p_per_area_mw_per_mm2=1100
export IMPL_max_freq_ghz=0.378
export IMPL_worst_pin_slew_ns=0.866
export IMPL_finish_utilization=0.361
export IMPL_critPathKind="register to register"
export IMPL_first_pass_iters=5
export IMPL_final_max_slew_viol_count=0
export IMPL_rsz0062_at_grt="false"
export IMPL_xor_share=0.0257
export IMPL_dp_cells=424
export IMPL_clk_root_buffer_cell="clkbuf_8"
export IMPL_ys_ff=16
export IMPL_critical_path_required_ns=3.06
export IMPL_warning_count=28
export IMPL_avgSynthCellArea_um2=7.59
export IMPL_yosysUniqueCellTypes=68
export IMPL_edf_count=8
export IMPL_synthCells=314
export IMPL_ys_seq_frac=0.168
export IMPL_setup_viol_count_final=0
export IMPL_async_reset_ff_frac=0
export IMPL_ys_cells=314
export IMPL_cp_end_kind="register"
export IMPL_power_leakage_nw=0.948
export IMPL_ys_sh_simple=0.337
export IMPL_fin_skew_ns=0.00893
export IMPL_ys_area_mm2=0.00238
export IMPL_mux_share=0.0504
export IMPL_cts_tree="yes"
export IMPL_synth_warnings=1
export IMPL_syn_area_mm2=0.00238
export IMPL_synth_main_ff_cell="edfxtp_1"
export IMPL_arrival_ns=2.81
[cells in the final DEF, fill, tap and decap left out, types with 6 or more instances in the layout]
cell type        instances
a211oi_1                 7
inv_1                    9
nand2b_1                14
clkdlybuf4s50_1         12
o32ai_1                  9
nand3b_1                 6
dfxtp_1                  8
nand3_1                  9
o21ai_0                 12
a21oi_1                 13
nor3_1                   8
nand2_1                 10
edfxtp_1                 8
o22ai_1                 12
nor2_1                  35
mux2i_1                 12
buf_4                   27
[power by group]
group / leakage, nW / switching [mW] / internal (mW)
Combinational: 0.773 / 1.38 / 1.02
Sequential: 0.152 / 0.0998 / 0.362
Clock: 0.0231 / 0.0982 / 0.0946
[path summary, 6_finish.rpt]
check                              from  endpoint  cells past startpoint  slack, ns
worst max-delay path            cont[0]        wr                      7       0.25
worst min-delay path                 ad        ad                      1       0.50
worst max register to register  cont[0]        wr                      7       0.25
worst min register to register       ad        ad                      1       0.50
[registers in the layout (all words and copies together), names as in the netlist]
register,count
resetref,1
wr,1
cs,1
ADout,4
cont,8
ad,1
[logic make-up (layout without fill, tap and decap cells)]
group | Yosys count | in the layout
AOI/OAI and AO/OA | 96 | 96
xor gates and xnor gates | 7 | 7
adders and majority gates | 4 | 4
buffers and inverters | 45 | 57
DFF | 16 | 16
muxes | 12 | 12
other | 1 | 1
and+or+nand+nor | 133 | 133
[stage by stage]
step	setup WS, ns	total power, mW	area (µm²)
floorplan	0.442	2.04	2380
global route	0.118	3.28	2780
finish	0.252	3.05	2780
detailed placement	0.223	2.80	2730
global placement	0.188	2.83	2730
CTS	0.201	3.01	2770
[cell usage after synthesis (all sizes together) (2+ instances only)]
cell type / number / area share
a22oi: 2 / 0.0063
clkbuf: 9 / 0.014
o31ai: 5 / 0.018
ha: 4 / 0.021
edfxtp: 8 / 0.10
or3b: 3 / 0.011
nand2b: 14 / 0.037
o32a: 2 / 0.0084
dfxtp: 8 / 0.067
nor2: 35 / 0.055
nand4bb: 3 / 0.014
buf: 26 / 0.063
o211ai: 5 / 0.016
a32oi: 5 / 0.018
nand3: 9 / 0.019
and3b: 2 / 0.0074
nand3b: 6 / 0.019
o21a: 2 / 0.0063
o22ai: 12 / 0.032
nor3: 8 / 0.017
a2111oi: 3 / 0.019
nor2b: 4 / 0.011
a31oi: 5 / 0.013
and2: 3 / 0.0079
xnor2: 5 / 0.018
nand2: 10 / 0.016
o32ai: 9 / 0.033
or4b: 5 / 0.024
or2: 5 / 0.013
a21oi: 14 / 0.031
a211oi: 7 / 0.022
and3: 2 / 0.0053
xor2: 2 / 0.0074
nor4: 5 / 0.013
o21ai: 12 / 0.025
nor4b: 4 / 0.017
o2111a: 3 / 0.014
nor3b: 3 / 0.0095
o2111ai: 2 / 0.0074
mux2i: 12 / 0.050
inv: 9 / 0.014
or3: 5 / 0.013
[area by class of cell]
cell class	instances	area, µm²
multi-input combinational	253	1760
inverter	10	37.5
tap	102	128
timing repair buffer	43	403
sequential	16	400
fill	819	4910
clock buffer	3	41.3
clock inverter	1	3.75
[critical path, stage by stage (launching register included)]
cell	delay (ns)
edfxtp_1	0.49
ha_1	0.34
nand3_1	0.18
a21oi_1	0.10
or3_1	0.45
or4b_4	0.58
a2111oi_4	0.29
a21oi_1	0.10
[timing repair]
action | 4_1_cts | 5_1_grt
resized | 0 | 1
setup endpoints to repair | 0 | 2
hold buffers | 0 | 0
[layer usage]
metal	GRT usage	vias to the layer above	routed length [µm]	share of wire
met5	0	-	0	0
met4	0.0860	0	325	0.039
met3	0.0306	30	621	0.074
met2	0.316	138	3780	0.45
met1	0.307	1279	3620	0.43
li1	-	1224	-	-
Power and IR drop assume default switching activity.
