==> flow/design.v <==
`timescale 1ns / 1ps
module Prueba(
	input [2:0] SW,
	output reg [1:0] d_pg,
	output reg [2:0] p_cr, p_fe, p_ho,
	output reg CRONO_FIN, AMPM, FORMATO,
	output reg [7:0] HREL, MREL, SREL, DIA, MES, ANIO, HCRON, MCRON,SCRON, HRUN, MRUN, SRUN
    );
	always @*
	begin
		if(SW==3'b001) 
			begin 
				d_pg=3;
				p_cr=0;
				p_fe=1;
				p_ho=1;
				CRONO_FIN=1;
				AMPM=1; 
				FORMATO=1;
				HREL=8'h11;
				MREL=8'h22; 
				SREL=8'h33;
				DIA=8'h44;
				MES=8'h55;
				ANIO=8'h66;
				HCRON=8'h77;
				MCRON=8'h88;
				SCRON=8'h99;
				HRUN=8'h00;
				MRUN=8'h01; 
				SRUN=8'h02;
			end
		else if(SW==3'b010) 
			begin 
				d_pg=2;
				p_cr=5;
				p_fe=1;
				p_ho=4;
				CRONO_FIN=0;
				AMPM=1; 
				FORMATO=0;
				HREL=8'h01;
				MREL=8'h12; 
				SREL=8'h93;
				DIA=8'h48;
				MES=8'h65;
				ANIO=8'h60;
				HCRON=8'h79;
				MCRON=8'h48;
				SCRON=8'h95;
				HRUN=8'h25;
				MRUN=8'h15; 
				SRUN=8'h99;
			end
		else if (SW==3'b100)
			begin
				d_pg=1;
				p_cr=0;				
				p_fe=1;
				p_ho=4;
				CRONO_FIN=0;
				AMPM=0; 
				FORMATO=1;
				HREL=8'h00;
				MREL=8'h08; 
				SREL=8'h93;
				DIA=8'h60;
				MES=8'h91;
				ANIO=8'h60;
				HCRON=8'h29;
				MCRON=8'h08;
				SCRON=8'h95;
				HRUN=8'h30;
				MRUN=8'h73; 
				SRUN=8'h08;
			end
			else if (SW==3'b101)
			begin
				d_pg=2;
				p_cr=1;				
				p_fe=3;
				p_ho=2;
				CRONO_FIN=0;
				AMPM=0; 
				FORMATO=1;
				HREL=8'h00;
				MREL=8'h08; 
				SREL=8'h93;
				DIA=8'h60;
				MES=8'h91;
				ANIO=8'h60;
				HCRON=8'h29;
				MCRON=8'h08;
				SCRON=8'h95;
				HRUN=8'h30;
				MRUN=8'h73; 
				SRUN=8'h08;
			end
			else if (SW==3'b111)
			begin
				d_pg=1;
				p_cr=3;				
				p_fe=2;
				p_ho=1;
				CRONO_FIN=0;
				AMPM=0; 
				FORMATO=1;
				HREL=8'h00;
				MREL=8'h08; 
				SREL=8'h93;
				DIA=8'h60;
				MES=8'h91;
				ANIO=8'h60;
				HCRON=8'h29;
				MCRON=8'h08;
				SCRON=8'h95;
				HRUN=8'h30;
				MRUN=8'h73; 
				SRUN=8'h08;
			end
		else
		begin 
				d_pg=0;
				p_cr=0;
				p_fe=1;
				p_ho=1;
				CRONO_FIN=0;
				AMPM=0; 
				FORMATO=0;
				HREL=8'h04;
				MREL=8'h08; 
				SREL=8'h33;
				DIA=8'h60;
				MES=8'h91;
				ANIO=8'h50;
				HCRON=8'h27;
				MCRON=8'h08;
				SCRON=8'h01;
				HRUN=8'h95;
				MRUN=8'h75; 
				SRUN=8'h35;
			end
	end
endmodule
==> flow/run.sh <==
#!/bin/bash
# OpenROAD 26Q1-2900-gdf79404cd8, Yosys 0.63+post, stock flow scripts
make -C /OpenROAD-flow-scripts/flow DESIGN_CONFIG=/design/flow/config.mk WORK_HOME=/design/flow/orfs finish
==> flow/config.mk <==
export PLATFORM = sky130hd
export DESIGN_NAME = Prueba
export DESIGN_NICKNAME = Prueba
export VERILOG_FILES = /design/flow/design.v
export SDC_FILE = /design/flow/constraint.sdc
export NUM_CORES = 4
export LEC_CHECK = 1
export CORE_AREA = 10 10 70 70
export DIE_AREA = 0 0 80 80
==> flow/constraint.sdc <==
current_design Prueba

set clk_period 2.1
set clk_io_pct 0.2

create_clock -name clk0 -period $clk_period

set non_clock_inputs [all_inputs -no_clocks]
set_input_delay [expr $clk_period * $clk_io_pct] -clock clk0 $non_clock_inputs
set_output_delay [expr $clk_period * $clk_io_pct] -clock clk0 [all_outputs]
==> out/metrics.cfg <==
[drt]
drc=0
antenna_cells=0
firstDrtPassIters=3
routedWlPerCell_um=12.2
avgViaCountPerCell=3.00
vias=606
first_iter_violations=8
antenna_left=0
wl_mm=2.46

[synth]
ys_area_um2=885
synthesis.area_um2=885
yosys_cells=124
syn_avg_cell_area_um2=7.13
ys_seq_share=0
ys_types=20
synthCells=124
yosys_warnings=1

[worst_setup_path]
crit_chain=buf_2, nand2b_2, buf_4, or2_2, clkdlybuf4s50_1
critPathRequiredTime_ns=1.68
worstSetupPathType=in -> out
crit_fanout=8
crit_family=buffers and inverters
crit_buf_inv=3
start_kind=input port
cpPeakStageDelay_ns=0.42
crit_slowest_cell=clkdlybuf4s50_1
critical_path_arrival_ns=1.63
end_kind=primary output

[final_layout]
nFillCells=369
drive_above_1_share=0.179
design_area_mm2=0.00123
layout.cells.most_common=clkdlybuf4s50_1
clkbuf_count=0
mostFrequentLayoutCells=clkdlybuf4s50_1 (61), conb_1 (48), buf_4 (10)
area_delta_synth_final_pct=38.9
design.seq.count=0
regArea_um2=0

[timing]
finalSetupViolCount=0
max_clock_freq_ghz=0.487
drv_slew=0
finalHoldViolCount=0
rsz0062_at_grt=true
fin_crit_sh=0.978
setup_ws_ns=0.0471
period_minus_slack_ns=2.05

[power_and_ir_drop]
internal_power_uw=175
power_frac_comb=1.000
power_density_mw_per_mm2=198
seq_power_share=0
netSwitchingPower_uw=68.0
power.leakage_nw=0.600
p_sw_frac=0.280
worst_ir_drop_vdd_v=0.0000525
clkPwrFrac=0
power.total_uw=243

[placement]
io_buffers=65
dpl-instance-area_mm2=0.00117
dp_slack_ns=-0.525
routabilityCongestion=0.681
hpwl_mm=2.30

[grt]
grt_max_degree=10
grt_antenna_before_repair=0
grt_pass1_vias=633
grt_pass1_wl_mm=3.26
grt_usage=0.0615
grt-ovfl-total=0

[status]
status=finished clean

[flow_run]
warnings=33
max-cap-violations=0

[floorplanning]
die_height_um=80
die_w_um=80
core-area_mm2=0.00342
floorplanUtilization=0.259
dieArea_mm2=0.00640
core.rowCount=21
num_io_pins=113

[cts]
cts_hold_buf=0
cts_setup_buffers=0

[hold_path]
hold_class=in -> out

-- logic make-up (layout without fill, tap and decap cells) --
family          count (synthesis)  in the layout  share of synthesized area
buf+inv                        96             82                      0.791
mux                             3              3                     0.0354
xor+xnor                        5              5                     0.0495
other cells                     2             48                    0.00849
compound gates                  4              4                     0.0283
fa+ha+maj                       1              1                     0.0113
simple gates                   13             13                     0.0764
-- through the flow --
step	setup TNS (ns)	hold slack (ns)	util	cells
5_1_grt	-0.000113	1.40	0.360	202
2_1_floorplan	0	0.992	-	170
6_report	0	1.34	0.360	202
3_3_place_gp	-23.56	1.90	0.343	201
4_1_cts	0	1.48	0.356	202
3_5_place_dp	-24.28	1.92	0.343	201
-- power groups by stage --
stage | logic (mW) | clock network, mW | registers (mW)
CTS | 0.252 | 0 | 0
global route | 0.268 | 0 | 0
finish | 0.243 | 0 | 0
-- metal layers --
layer,part of all wire,global-route usage,vias to the layer above,routed length [um]
li1,-,-,301,-
met1,0.33,0.0635,252,815
met2,0.52,0.118,53,1290
met3,0.14,0.0261,0,351
met4,0,0,0,0
met5,0,0,-,0
-- area by class of cell --
cell class         count  area [um2]  share of cell area
multi-input cells     74         413               0.336
inverters              4        17.5              0.0143
well taps             46        57.6              0.0468
repair buffers        78         741               0.603
-- timing repair --
| action | in CTS | in global routing |
|---|---|---|
| gates resized | 23 | 5 |
| pin swaps | 1 | 1 |
| gates cloned | 1 | 0 |
| endpoints found under the setup margin | 61 | 17 |
-- synthesized netlist by cell type --
master / instances / area, um2
or3b_1: 1 / 8.76
or2_2: 1 / 6.26
maj3_1: 1 / 10.0
nor2_1: 3 / 11.3
conb_1: 2 / 7.51
a21boi_0: 1 / 7.51
nand3_1: 1 / 5.00
and2_1: 1 / 6.26
xnor2_1: 3 / 26.3
a21boi_1: 1 / 7.51
nand2b_1: 3 / 18.8
xor2_1: 2 / 17.5
buf_4: 87 / 653
mux2_2: 1 / 11.3
nand2_1: 3 / 11.3
inv_1: 4 / 15.0
buf_2: 4 / 20.0
mux2i_1: 2 / 20.0
buf_6: 1 / 11.3
a21oi_1: 2 / 10.0
-- path summary, 6_finish.rpt --
path	slack (ns)	startpoint	cells after the start	to
worst min-delay path	1.34	SW[2]	4	d_pg[0]
worst max-delay path	0.05	SW[1]	5	MRUN[4]
Power is estimated from default activity; no workload was simulated.
